==> design/flow/design.v <==
`timescale 1ns/100ps
module mux32 (in_a, in_b, in_c,in_d, sel, out);
  input  [31:0] in_a;
  input  [31:0] in_b, in_c, in_d;
  input   [1:0] sel;
  output [31:0] out;
  reg   [31:0] outreg;
  always @ (in_a, in_b, in_c, in_d, sel)
  begin
    if (sel == 2'b00)
      outreg = in_a;
    else if (sel == 2'b01)
      outreg = in_b;
    else if (sel == 2'b10)
      outreg = in_c;
    else
      outreg = in_d;
  end
  assign out = outreg;
endmodule
==> design/flow/run.sh <==
#!/bin/bash
# OpenROAD 26Q1-2900-gdf79404cd8, Yosys 0.63+post, stock flow scripts
make -C /OpenROAD-flow-scripts/flow DESIGN_CONFIG=/design/flow/config.mk WORK_HOME=/design/flow/orfs finish
==> design/flow/config.mk <==
export PLATFORM = sky130hd
export DESIGN_NAME = mux32
export DESIGN_NICKNAME = mux32
export VERILOG_FILES = /design/flow/design.v
export SDC_FILE = /design/flow/constraint.sdc
export NUM_CORES = 4
export LEC_CHECK = 1
export CORE_AREA = 10 10 76 76
export DIE_AREA = 0 0 86 86
==> design/flow/constraint.sdc <==
current_design mux32

set clk_period 3.9
set clk_io_pct 0.2

create_clock -name clk0 -period $clk_period

set non_clock_inputs [all_inputs -no_clocks]
set_input_delay [expr $clk_period * $clk_io_pct] -clock clk0 $non_clock_inputs
set_output_delay [expr $clk_period * $clk_io_pct] -clock clk0 [all_outputs]
==> flow_metrics.py <==
# Metrics from the implementation run
metrics = {
    "status": {
        "status": "finished clean",
    },
    "final_layout": {
        "fillers": 332,
        "layout_top_cell": "clkdlybuf4s50_1",
        "final_cell_area_um2": 2440,
        "layout.cells.non_filler": 247,
        "flop_area_um2": 0,
        "area_growth_pct": 200,
        "fin_util": 0.593,
        "lay_top_cells": "clkdlybuf4s50_1 (161), mux4_2 (30), mux4_1 (2), buf_4 (2)",
        "clockBufferCount": 0,
        "flops": 0,
        "drive_gt1_frac": 0.173,
    },
    "yosys": {
        "ys_types": 5,
        "netlist_instances": 39,
        "adder_share": 0,
        "logic_family": "multiplexers",
        "yosys.area_share.aoi": 0,
        "mux_area_frac": 0.894,
        "yosysCellCount": 39,
        "area_leaders": "mux4_2 (83%), buf_12 (7.4%), mux4_1 (6.5%)",
        "postSynthSeqShare": 0,
        "ys_chip_area_um2": 815,
        "yosysTopAreaCellShare": 0.829,
        "xor_share": 0,
        "synth_area_per_cell_um2": 20.9,
        "netlist.top_cell.by_area": "mux4_2",
        "yosysWarnings": 1,
        "syn_area_um2": 815,
        "ys_sh_simple": 0,
    },
    "routing": {
        "drc": 0,
        "drtPass1Iterations": 4,
        "drtIter0Drc": 22,
        "wire_per_inst_um": 23.3,
        "via_per_inst": 4.68,
        "wl_um": 5740,
        "antennaDiodeCount": 0,
        "vias": 1157,
        "ant_nets": 0,
    },
    "worst_setup_path": {
        "cp_common_cell": "clkdlybuf4s50_1",
        "max_stage_delay_ns": 0.45,
        "worst-endpoint-required_ns": 3.12,
        "crit_family": "buffers and inverters",
        "cp_max_fo": 32,
        "path_cells": "clkdlybuf4s50_1 -> buf_4 -> mux4_2 -> clkdlybuf4s50_1",
        "crit_buf_inv": 3,
        "crit_path_start_kind": "input port",
        "critical_path_class": "input port to output port",
        "end_kind": "output port",
        "crit_path_top_delay_cell": "clkdlybuf4s50_1",
        "arrival_ns": 2.43,
    },
    "final_timing": {
        "rsz0062_at_grt": "no",
        "fmax_mhz": 312,
        "setup_violations": 0,
        "worst_slack_ns": 0.695,
        "relSlewSlack": 0.730,
        "finalClockPeriodUsage": 0.822,
        "fin_tns_setup_ns": 0,
        "final_hold_viol_count": 0,
        "maxSlewViolCount": 0,
        "min_period_ns": 3.21,
        "tightest_slew_ns": 0.405,
    },
    "run": {
        "maxCapViolations": 0,
        "warning_count": 33,
    },
    "clock_network": {
        "post_cts_resized": 0,
        "hold_buffers": 0,
        "post_cts_buffers": 0,
    },
    "power_and_ir_drop": {
        "power_frac_seq": 0,
        "p_leak_nw": 0.865,
        "p_sw_frac": 0.183,
        "p_clk_frac": 0,
        "p_comb_frac": 1.000,
        "powerDensity_nw_per_um2": 110,
        "internal-power_w": 0.000220,
        "ir_drop_uv": 51.9,
        "net-switching-power_w": 0.0000493,
    },
    "place": {
        "post-dp-hpwl_um": 5200,
        "finalWeightedCongestion": 0.831,
        "io_buffers": 162,
        "place_inst": 247,
        "dp_slack_ns": 0.674,
        "place_area_um2": 2440,
    },
    "floorplan": {
        "die-area_um2": 7400,
        "initCoreUtil": 0.198,
        "placementRows": 23,
        "io_pins": 162,
        "die_h_um": 86,
        "core-area_um2": 4120,
        "die-width_um": 86,
    },
    "hold_path": {
        "hp-class": "input port to output port",
    },
    "global_routing": {
        "grt_pass1_vias": 1312,
        "grt_util_all_layers": 0.150,
        "grt_pass1_wl_um": 8540,
        "grt_max_degree": 33,
        "antenna_found_initial": 0,
        "grt_remaining_overflow": 0,
    },
}
## power groups by stage
stage	Combinational, W	Clock [W]	Sequential [W]
after CTS	0.000274	0	0
after global routing	0.000288	0	0
final	0.000269	0	0
## kinds of logic after synthesis
kind of cell,Yosys count
mux,32
buf+inv,7
## worst paths after layout
check / from / to / slack [ns] / cells past startpoint
hold / removal: sel[0] / out[14] / 2.57 / 3
setup / recovery: sel[1] / out[20] / 0.69 / 4
## area by class of cell
| type | count | area [um2] | share of cell area |
|---|---|---|---|
| multi-input combinational | 32 | 728 | 0.298 |
| tap | 50 | 62.6 | 0.0256 |
| timing repair buffer | 165 | 1650 | 0.676 |
## routing by layer
layer	GRT usage	vias to the layer above	routed length, um
met4	0.00599	0	27
met2	0.261	85	2930
li1	-	524	-
met5	0	-	0
met3	0.0534	2	565
met1	0.183	546	2230
## synth_stat cells
library cell  count
buf_12            3
mux4_2           30
mux4_1            2
buf_2             3
buf_6             1
## tightest hold or removal path, cell delays in order
cell	delay [ns]
buf_2	0.27
mux4_2	0.27
clkdlybuf4s50_1	0.47
## per-stage QoR
stage / hold slack, ns / total power (W)
2_1_floorplan: 1.65 / 0.0000725
3_3_place_gp: 2.60 / 0.000271
3_5_place_dp: 2.59 / 0.000273
4_1_cts: 2.60 / 0.000274
5_1_grt: 2.64 / 0.000288
6_report: 2.57 / 0.000269
Power figures rest on the tool's default switching activity, not on a simulated workload.
